==> design/flow/design.v <==
module p1 #(parameter BITS = 8) (
    input  wire [BITS-1:0] in,
    output wire [BITS-1:0] out
);
    assign out = in + 1;
endmodule
==> design/flow/run.sh <==
#!/bin/bash
# OpenROAD 26Q1-2900-gdf79404cd8, Yosys 0.63+post, stock flow scripts
make -C /OpenROAD-flow-scripts/flow DESIGN_CONFIG=/design/flow/config.mk WORK_HOME=/design/flow/orfs finish
==> design/flow/config.mk <==
export PLATFORM = sky130hd
export DESIGN_NAME = p1
export DESIGN_NICKNAME = p1
export VERILOG_FILES = /design/flow/design.v
export SDC_FILE = /design/flow/constraint.sdc
export NUM_CORES = 4
export LEC_CHECK = 1
export CORE_AREA = 10 10 70 70
export DIE_AREA = 0 0 80 80
==> design/flow/constraint.sdc <==
current_design p1

set clk_period 1.7
set clk_io_pct 0.2

create_clock -name clk0 -period $clk_period

set non_clock_inputs [all_inputs -no_clocks]
set_input_delay [expr $clk_period * $clk_io_pct] -clock clk0 $non_clock_inputs
set_output_delay [expr $clk_period * $clk_io_pct] -clock clk0 [all_outputs]
==> run summary <==
yosys + openroad results -> status complete, no violations, flop count 0, Mapped Cells 16, largest family of logic cells by area XOR/XNOR gates, Top Layout Cells dlygate4sd2_1 (9), buf_4 (6), xor2_1 (3), clkdlybuf4s50_1 (3), via/cell ratio 2.21, Rows 21, first-pass GRT wire length 966 um, area fraction in compound gates 0%, final count of hold timing violations 0, DRT iter0 DRCs 5, Max-area cell share 22.6%, DIE AREA 6400 um^2, Flop area 0 um^2, Warnings, synthesis 0, port bufs 16, worst min path class in -> out, largest net degree at the start of global routing 4, antenna-violating nets left 0, Final Max Tran Viols 0, initial antenna violation count 0, Max Fclk 0.635 GHz, WL/cell 7.23 um, Routed WL 607 um, CP required 1.36 ns, Worst Tran Pin Value 0.136 ns, Cell area leaders xnor2_1 (23%), xor2_1 (23%), ha_1 (11%), Yosys Chip Area 116 um^2, I/O pin count 16, GPL Wtd Cong 0.722, Pleak 0.171 nW, area growth from synthesis to layout 230%, Pre-Place Util under 10%, crit path kind in -> out, number of clock buffers in the layout 0, Adder Share, Synth roughly 11%, Total GRT Usage 1.85%, layout cell share with drive strength beyond 1 39.5%, DP Area around 360 um^2, leading area contributor after synthesis xnor2_1, fin crit share between 90% and 100%, core area ~3400 um^2, max-cap violation count 0, drt first pass iters 2, post-route cell area 384 um^2, # setup viols final 0, Pwr Density 181 nW/um^2, Post-CTS Hold Fix Bufs 0, fin crit period around 1.6 ns, Mux area share 0%, dpl hpwl about 540 um, CP startpoint kind primary input, Tool Warnings 32, Slew HR 90.9%, DR vias 186, XORs/XNORs by Area roughly 45%, GRT overflow 0, Synth Seq Share 0%, # Cells Yosys 16, peak fanout along the critical path 3, RSZ-0062 raised after global routing false, simple share 40.9%, Die W 80 um, Unique masters post-synth 10, drt drc 0, Critical Path Sink Type output pin, Synth Cell Area 116 um^2, Die H 80 um, maximum VDD drop between 0.000015 and 0.00002 V, average size of a mapped cell between 7 and 8 um^2, overall power 0.0000696 W, WP data arrival 1.24 ns, number of antenna diodes 0, Commonest Layout Cell dlygate4sd2_1, number of global-route vias before repair 200
-- path summary, 6_finish.rpt --
kind              startpoint     end  slack (ns)  depth (start not counted)
hold / removal         in[2]  out[2]        1.18                          4
setup / recovery       in[3]  out[7]        0.12                          5
-- kinds of logic (layout without fill, tap and decap cells) --
logic type                 Yosys count  count (layout)
xor gates and xnor gates             6               6
adders and majority gates            1               1
buffers and inverters                1              23
and+or+nand+nor                      8               8
-- synthesized netlist by cell type, drive strengths merged --
| cell type | number |
|---|---|
| ha | 1 |
| and3 | 1 |
| nor2 | 1 |
| xor2 | 3 |
| inv | 1 |
| nand2 | 2 |
| nand3 | 3 |
| xnor2 | 3 |
| nor3 | 1 |
-- critical path, cell delays in order --
cell and delay [ns]:
dlygate4sd2_1 0.25, nand2_2 0.10, nor3_4 0.17, xor2_1 0.16
dlygate4sd2_1 0.22
-- routing by layer --
layer / vias up / wire length [um] / GRT usage [%]
li1: 97 / - / -
met3: 0 / 89 / 0.795
met4: 0 / 0 / 0
met2: 10 / 268 / 3.13
met5: - / 0 / 0
met1: 79 / 249 / 2.25
-- metrics by stage --
step	instances	utilization [%]	hold WS [ns]	setup TNS (ns)	worst slack, ns
detailed placement	82	10.7	1.63	-2.91	-0.543
CTS	84	11.2	1.22	0	0.0513
global placement	82	10.7	1.65	-2.94	-0.543
floorplan	16	-	0.689	0	0.627
global route	84	11.2	1.23	0	0.0208
finish	84	11.2	1.18	0	0.124
-- area by class of cell --
type,count,area (um^2)
Fill cell,402,3030
Inverter,1,3.75
Multi-Input combinational cell,15,144
Tap cell,46,57.6
Timing Repair Buffer,22,179
-- power breakdown --
| group | leakage (nW) | switching (W) | internal [W] |
|---|---|---|---|
| combinational | 0.171 | 0.0000240 | 0.0000456 |
| sequential | 0 | 0 | 0 |
| clock | 0 | 0 | 0 |
-- what timing repair did --
| action | CTS | global route |
|---|---|---|
| buffers inserted | 2 | 0 |
| pin swaps | 6 | 2 |
| endpoints found under the hold margin | 0 | 0 |
| setup endpoints to repair | 8 | 2 |
| resized | 26 | 2 |
No activity file was given, so power comes from the tool's default toggle rates.
