<file path="design/flow/config.mk">
export PLATFORM = sky130hd
export DESIGN_NAME = accum
export DESIGN_NICKNAME = accum
export VERILOG_FILES = /design/flow/design.v
export SDC_FILE = /design/flow/constraint.sdc
export NUM_CORES = 4
export LEC_CHECK = 1
export CORE_AREA = 10 10 70 70
export DIE_AREA = 0 0 80 80
</file>
<file path="design/flow/constraint.sdc">
current_design accum

set clk_period 2.3
set clk_io_pct 0.2

create_clock -name clk0 -period $clk_period [get_ports {i_clk}]

set non_clock_inputs [all_inputs -no_clocks]
set_input_delay [expr $clk_period * $clk_io_pct] -clock clk0 $non_clock_inputs
set_output_delay [expr $clk_period * $clk_io_pct] -clock clk0 [all_outputs]
</file>
<file path="design/flow/design.v">
module accum #(parameter BITS=8)
(
    input  wire             i_clk,
    input  wire             i_ld,
    input  wire [BITS-1:0]  i_data,
    output wire [BITS-1:0]  o_data,
    output wire             o_zero
);
reg [BITS-1:0] value;
initial value = 0;
always @(posedge i_clk) begin
    if(i_ld) begin
        value <= i_data;
    end    
end 
assign o_zero = (value == 0) ? 1 : 0;
assign o_data = value;
endmodule
</file>
<file path="design/flow/run.sh">
#!/bin/bash
# OpenROAD 26Q1-2900-gdf79404cd8, Yosys 0.63+post, stock flow scripts
make -C /OpenROAD-flow-scripts/flow DESIGN_CONFIG=/design/flow/config.mk WORK_HOME=/design/flow/orfs finish
</file>
==> changes_impl.md <==
## Flow update

* Setup Fix Bufs, Post-CTS at 0
* Global route total overflow at 0
* Clock Path Buffers at 2
* Vias per cell at 2.346
* Vias at 183
* Initial antenna violation count at 0
* Number of DRC markers in iteration 0 at 2
* Combinational share of power at between 10% and 20%
* Power density cells at 609.0 nW/um^2
* Final WL at 749 um
* Share of layout cells above drive strength 1 at around a tenth
* Setup TNS at 0 ns
* Total GRT Usage at 2.413%
* Yosys Chip Area at approximately 260 um^2
* Ys Warns at 1
* Die ar. at between 6000 and 7000 um^2
* First-pass GRT wire length at about 1100 um
* Biggest regs: value: 8 flops
* Syn avg cell area at 23.55 um^2
* Core area at about 3400 um^2
* Worst relative slew slack at 75.29%
* Sw Share at 16.42%
* Biggest register: value
* Sequential power share at around 56%
* Routed wire per std cell at 9.603 um
* Inst Count DP at 75
* Crit path DAT at 1.76 ns
* ANT nets after route at 0
* PortBufs at 18
* Max Fclk at 450.9 MHz
* Post-CTS Hold Fix Bufs at 0
* CTS HTree Levels at 1
* Worst-margin pin slew at 0.3695 ns
* Vias in the first global route at 213
* CP max-delay cell: or4_1
* DRC Markers at 0
* CP cell instances: or4_1 -> nor2_1 -> clkdlybuf4s50_1
* Max Cap Viol at 0
* Post-route cell area at 519.2 um^2
* CTS Buf Count at 3
* CP endpoint kind: output port
* NetSw at 51.92 uW
* Area leader, netlist: edfxtp_1
* Clock root buffer master: clkbuf_4
* Critical Path Fanout Max at 2
* Die W at 80 um
* RSZ-0062 raised after global routing: no
* Top-area cell share at 92.75%
* Hold Startpoint: i_data[6]
* Number of diodes at 0
* Post-Layout Cell Count at 78
* Cell leakage power at 0.0001644 uW
* TritonCTS Sinks at 8
* Clock-pin slew on the worst setup and hold paths at 0.05 ns
* Site Rows at 21
* Fin. max-slew vios at 0
* Largest register FFs at 8
* Tmin final at 2.218 ns
* Hold endpoint: value[6]
* Worst Hold Depth at 1
* Tool warnings at 25
* Syn Inst Count at 11
* Largest net degree at the start of global routing at 9
* Final setup viols at 0
* Post-CTS Resized at 0
* DRT Pass-1 Iters at 3
* Crit path DRT at 1.84 ns
* CP Launch Type: flop
* Area growth syn-to-layout at 100.5%
* Die height at 80 um
* Clock share of power at 31.3%
* Final-report hold violation count at 0
* Pre-CTS setup slack at 0.3461 ns
* Setup ws final at 0.08207 ns
* Worst path top cell family by delay: simple AND/OR/NAND/NOR gates
* Post-Syn Area at 259.0 um^2
* Final Wtd Congestion at 0.8046
* Ports at 19
* Total power at between 300 and 400 uW
* Hold WC Path Type: in -> reg
* Top cells by area: edfxtp_1, or4_1, nor2_1
* Cycle use final at between 90% and 100%
* Buf/Inv on CP at 1
* Synth unique cells at 3
* Placed Area at approximately 500 um^2
* Slowest Stage Delay on Critical Path at 0.57 ns
* TritonCTS clock tree: built
* CP Class: reg -> out
* Yosys stat cell total at 11
* VDD IR-drop max at 0.0002584 V
* Seq share, synth at a little over 90%
* Starting Density at 7.582%
* P_int at 264.3 uW
* Status: completed
* Yosys reg bits at 8
==> area by class of cell <==
class                      instances  area, um^2
fill                             385        2897
sequential                         8       240.2
timing repair buffer              18       180.2
tap                               46       57.56
clock buffer                       3       22.52
multi-input combinational          3       18.77
==> cell usage in the layout (no fill, tap or decap) <==
cell,synthesis,routed
clkdlybuf4s50_1,0,18
clkbuf_4,0,3
edfxtp_1,8,8
nor2_1,1,1
or4_1,2,2
==> cells in the mapped netlist <==
library cell / count
edfxtp_1: 8
nor2_1: 1
or4_1: 2
==> worst max path at each step <==
stage	slack, ns	to	startpoint	cells past startpoint
CTS	0.08	o_zero	value[5]	3
finish	0.08	o_zero	value[5]	3
global route	0.03	o_zero	value[4]	3
==> metrics by stage <==
step	hold slack [ns]	util, %
2_1_floorplan	0.5589	-
3_3_place_gp	1.017	14.54
3_5_place_dp	1.018	14.54
4_1_cts	0.7624	15.20
5_1_grt	0.7609	15.20
6_report	0.7683	15.20
==> logic make-up after synthesis <==
family | after synthesis | synth area share (%)
flip-flops | 8 | 92.75
AND/OR/NAND/NOR | 3 | 7.243
==> power groups by stage <==
stage	Clock [uW]	Combinational [uW]	Sequential (uW)
after global routing	111	42.2	180
after CTS	103	39.8	179
final	99.0	38.7	179
==> per-layer routing <==
layer  up-vias  GRT usage (%)  part of all wire, %
li1         87              -                    -
met1        77          2.543                   48
met2        19          2.809                   27
met3         0          3.409                   26
met4         0         0.1761                    0
met5         -              0                    0
Power and IR drop assume default switching activity.
