--- config.mk ---
export PLATFORM = sky130hd
export DESIGN_NAME = memory
export DESIGN_NICKNAME = memory
export VERILOG_FILES = /design/flow/design.v
export SDC_FILE = /design/flow/constraint.sdc
export NUM_CORES = 4
export LEC_CHECK = 1
export CORE_UTILIZATION = 30
--- constraint.sdc ---
current_design memory

set clk_period 25.4
set clk_io_pct 0.2

create_clock -name clk0 -period $clk_period [get_ports {i_clk}]

set non_clock_inputs [all_inputs -no_clocks]
set_input_delay [expr $clk_period * $clk_io_pct] -clock clk0 $non_clock_inputs
set_output_delay [expr $clk_period * $clk_io_pct] -clock clk0 [all_outputs]
--- design.v ---
module memory #(parameter BITS=16, MEMADDRS=256) 
(
    input  wire              i_clk,
    input  wire              i_rw,  
    input  wire [BITS-1:0]   i_data,
    input  wire [7:0]        i_addr,
    output wire [BITS-1:0]   o_data
);
reg [BITS-1:0] regmem [0:MEMADDRS-1];
initial begin  
    regmem[00] = 16'b0000000010000001;  
    regmem[01] = 16'b0000000100000000;
    regmem[02] = 16'b0000010100000000;  
    regmem[03] = 16'b0000000000000000;
    regmem[04] = 16'b0000000000000000;
    regmem[05] = 16'b0000000000000000;
    regmem[06] = 16'b0000000000000000;
    regmem[07] = 16'b0000000000000000;
    regmem[08] = 16'b0000000000000000;
    regmem[09] = 16'b0000000000000000;
    regmem[10] = 16'b0000000000000000;
    regmem[11] = 16'b0000000000000000;
    regmem[12] = 16'b0000000000000000;
    regmem[13] = 16'b0000000000000000;
    regmem[14] = 16'b0000000000000000;
    regmem[15] = 16'b0000000000000000;
    regmem[16] = 16'b0000000000000000;
    regmem[17] = 16'b0000000000000000;
    regmem[18] = 16'b0000000000000000;
end
always @(posedge i_clk) begin
    if(i_rw) begin
        regmem[i_addr] <= i_data;    
    end    
end 
assign o_data = regmem[i_addr];
endmodule
--- run.sh ---
#!/bin/bash
# OpenROAD 26Q1-2900-gdf79404cd8, Yosys 0.63+post, stock flow scripts
make -C /OpenROAD-flow-scripts/flow DESIGN_CONFIG=/design/flow/config.mk WORK_HOME=/design/flow/orfs finish
==> flow_metrics.tcl <==
# flow metrics
set metrics [dict create \
    status "finished, final reports clean" \
    dp_hpwl_microns 230100 \
    hold_start "i_data[11]" \
    worstSetupPathType "in2out" \
    rows 263 \
    grt_max_degree 130 \
    ant_nets 0 \
    die_h_microns 721.0 \
    synth.most_common_cell "edfxtp_1" \
    cts-buffers-inserted 405 \
    netlist_top_cells_area "edfxtp_1 79%, mux4_2 15%, a22oi_1 2.5%" \
    edf_count 4096 \
    peakVddDrop_mv 0.05803 \
    worstHoldPathCells 1 \
    dp_slack_ps 8156 \
    regArea_sq_um 123000 \
    area_delta_synth_final_pct 15.78 \
    path_max_fanout 64 \
    synth_cells 6711 \
    initCoreUtil_pct 30.17 \
    synth_cell_types 21 \
    fin_crit_sh_pct 66.33 \
    period_needed_ps 16850 \
    core-area_sq_um 514000 \
    io_pins 42 \
    syn_area_sq_um 155100 \
    cts_hold_buf 0 \
    slowest_delay_ps 950 \
    dr.first_iter.drc_count 4862 \
    drive_above_1_share_pct 28.90 \
    crit_top_cell "buf_4" \
    ys_async_sr_fraction_pct 0 \
    synth_top_area_share_pct 79.31 \
    largest_register "regmem" \
    largest_register_ffs 4096 \
    slew_headroom_pct 9.642 \
    overflow 0 \
    arrival_ps 11770 \
    drt-wirelength-per-cell_microns 27.66 \
    holdPathEnd "regmem[216][11]" \
    end_kind "output port" \
    grt_pass1_wl_microns 575400 \
    hp-class "in2reg" \
    cts.clk_slew.worst_paths_ps 60 \
    synth_area_per_cell_sq_um 23.11 \
    ys.warnings.count 1 \
    timing.hold.ws_ps 4550 \
    setup_ws_ps 8553 \
    first_global_vias 81990 \
    cellPowerDensity_nw_per_um2 77.55 \
    chipWidth_microns 721.0 \
    portBuffers 41 \
    placed_area_sq_um 166600 \
    drc 0 \
    crit_slowest_cell "o41ai_1" \
    synth_seq_share_pct 79.31 \
    fmax_mhz 59.36 \
    largest_area_cell "edfxtp_1" \
    cts_resized 0 \
    power_leakage_uw 0.05406 \
    drtPass1Iterations 6 \
    hold_viol 0 \
    cts_tree "yes" \
    htreeDepth 5 \
    tns_ps 0 \
    setup_violations 0 \
    fillers 46350 \
    synth-area-yosys_sq_um 155100 \
    vias 72970 \
    drt-total-wl_microns 399500 \
    fin_area_sq_um 179500 \
    reg_top3 "regmem x4096" \
    logic_area_sq_um 30690 \
    slew_violations 0 \
    rsz0062_at_grt "false" \
    ys.flops 4096 \
    grt_usage_pct 16.48 \
    clockRootBuffer "clkbuf_16" \
    cts_sinks 4096 \
    die-area_sq_um 519800 \
    maxCapViolCount 0 \
    tightest_slew_ps 1341 \
    cp.required_ps 20320 \
    cp_cell_sequence "buf_16, buf_4, buf_4, buf_4, buf_4, buf_4, mux4_2, a22oi_1, a21oi_1, o41ai_1, buf_4, nand4_1, clkdlybuf4s50_1" \
    postCtsSetupBuffers 0 \
    ys.flop_type "edfxtp_1" \
    setup.worst_path.start_class "primary input" \
    globalplace.congestion 0.8531 \
    vias_per_cell 5.053 \
    yosysCellCount 6711 \
    warning_count 35 \
    common_cells "4096 x edfxtp_1, 1024 x mux4_2, 512 x a22oi_1" \
    antenna_found_initial 18 \
    clockBufferDepth 4 \
]
logic make-up (layout without fill, tap and decap cells):
| kind of cell | after synthesis | count (layout) | synth area share, % |
|---|---|---|---|
| buffers and inverters | 421 | 1247 | 1.240 |
| flip-flops | 4096 | 4096 | 79.31 |
| AND-OR/OR-AND | 832 | 832 | 3.666 |
| other | 0 | 14 | 0 |
| multiplexers | 1024 | 1024 | 14.87 |
| AND/OR/NAND/NOR | 338 | 338 | 0.9093 |
worst max path at each step:
stage,end,from
CTS,o_data[14],i_addr[0]
global route,o_data[14],i_addr[0]
finish,o_data[14],i_addr[0]
metrics by stage:
step	total power [uW]	instances	utilization, %
floorplan	7918	6711	-
global placement	8230	13700	32.40
detailed placement	8242	13700	32.41
CTS	14020	14430	34.92
global route	14320	14430	34.93
finish	13920	14440	34.93
report_power, final:
group	total, uW	switching, uW	internal, uW
clock network	5830	2480	3350
logic	639	424	214
registers	7450	3.08	7450
total	13900	2910	11000
critical path, delay by kind of cell:
kind	cells	cell delay (ps)
buf+inv	8	4200
compound gates	3	1280
mux	1	590
simple gates	1	520
cell type report:
type / count / area share (%)
Multi-Input combinational cell: 2194 / 17.09
Clock inverter: 243 / 1.341
Antenna cell: 14 / 0.01951
Sequential cell: 4096 / 68.50
Clock buffer: 487 / 5.863
Tap cell: 6890 / 4.801
Inverter: 1 / 0.002091
Timing Repair Buffer: 516 / 2.375
layer usage:
| metal | vias up | wire length [microns] | track usage, % |
|---|---|---|---|
| met5 | - | 1137 | 2.080 |
| met4 | 35 | 13020 | 4.264 |
| met3 | 677 | 79920 | 15.21 |
| met2 | 5200 | 188800 | 24.97 |
| met1 | 37040 | 116600 | 15.98 |
| li1 | 30020 | - | - |
layout by cell type (no fill, tap or decap), types with 2 or more instances in the layout:
cell / count
mux4_2: 1024
nand2_1: 23
clkinvlp_4: 13
a21oi_1: 256
nor3_2: 30
diode_2: 14
nand2b_4: 2
and2_1: 2
o41ai_2: 25
clkinv_2: 62
buf_12: 15
nand2_2: 4
clkinv_16: 8
a22oi_1: 512
nor2_2: 36
bufinv_16: 39
buf_8: 17
nand3_1: 6
buf_4: 459
nand2b_1: 4
clkbuf_1: 78
nand4_1: 16
inv_6: 8
nor2b_2: 4
nor2b_4: 2
inv_16: 2
clkbuf_16: 409
nand3_2: 7
edfxtp_1: 4096
nor2_1: 195
o41ai_1: 39
clkdlybuf4s50_1: 23
clkinv_8: 5
clkinv_1: 106
Power and IR drop assume default switching activity.
